`flow/run.sh`:
```
#!/bin/bash
# OpenROAD 26Q1-2900-gdf79404cd8, Yosys 0.63+post, stock flow scripts
make -C /OpenROAD-flow-scripts/flow DESIGN_CONFIG=/design/flow/config.mk WORK_HOME=/design/flow/orfs finish
```
`flow/config.mk`:
```
export PLATFORM = sky130hd
export DESIGN_NAME = up_counter
export DESIGN_NICKNAME = up_counter
export VERILOG_FILES = /design/flow/design.v
export SDC_FILE = /design/flow/constraint.sdc
export NUM_CORES = 4
export LEC_CHECK = 1
export CORE_AREA = 10 10 70 70
export DIE_AREA = 0 0 80 80
```
`flow/constraint.sdc`:
```
current_design up_counter

set clk_period 1.0
set clk_io_pct 0.2

create_clock -name clk0 -period $clk_period [get_ports {clk}]

set non_clock_inputs [all_inputs -no_clocks]
set_input_delay [expr $clk_period * $clk_io_pct] -clock clk0 $non_clock_inputs
set_output_delay [expr $clk_period * $clk_io_pct] -clock clk0 [all_outputs]
```
`flow/design.v`:
```
module up_counter( clk, reset, text, counter);
	input clk, reset;
	input[3:0] text;
	output[3:0] counter;
    reg [3:0] counter_up;
    always @(posedge clk or posedge reset)
    begin
        if(reset)
            counter_up <= 4'd0;
    else
        counter_up <= counter_up + 4'd1;
    end 
    assign counter = counter_up ^ text;
endmodule
```
==> out/results.txt <==
crit path DAT: 0.89 ns
Vias: 153
CTS tree: done
post-layout period usage: 1.09
Starting Density: 0.0535
max reg flops: 4
Sink Count: 4
Initial DRT Pass Iterations: 2
DRC viols: 0
Synth Area per Inst: 13.0 um2
Rows: 21
Detail Route Antenna Nets: 0
Syn Inst Count: 14
GPL Wtd Cong: 0.705
Cell area leaders: dfrtp_1 (55%), xor2_1 (24%), ha_1 (6.8%)
ys flops: 4
Top logic family: XOR/XNOR gates
Top reg by flops: counter_up
Yosys chip area: 183 um2
Non-Filler Instances: 80
Port Buffers: 9
Comb power frac: 0.075
DR WL/cell: 6.49 um
critical path type: reg -> out
Clock Pin Slew Worst Setup and Hold Paths: 0.04 ns
WP buf/inv: 1
Latency at later pin: 0.23 ns
die y size: 80 um
Final WS setup: -0.0851 ns
most instantiated logic cell after routing: buf_4
max_cap viols: 0
antenna diode count: 0
met2 Use GR: 0.0152
GR Layer Usage met1: 0.0220
Yosys warning count: 1
Psw: 0.0767 mW
XOR/XNOR Area Share: 0.288
share of cells above drive strength 1: 0.500
CP cell instances: xor2_1 -> buf_2
Slew @ Worst Pin: 0.150 ns
Max-slew headroom: 0.900
Simple-Gate Area Share: 0.0548
Reg power frac: 0.413
post-layout util: 0.115
Logic cell area: 77.6 um2
Worst R2R Start: counter_up[0]
min Tclk post-route: 1.09 ns
final hold vios: 0
Largest type area fraction: 0.548
final setup vio count: 7
CP Max Fanout: 2
most numerous logic cells after layout: buf_4 (7), xor2_1 (5), dfrtp_1 (4), dlygate4sd2_1 (4), buf_2 (4)
ys cells: 14
AO/OA Area Share: 0
total track usage: 0.0174
Die W: 80 um
Largest delay share family, worst path: flip-flops
distinct lib cells: 6
Sw Ratio: 0.195
Pint: 0.317 mW
gr busiest metal: met3
Hold Path Class: in -> async
Starting DRT DRC Count: 1
number of instances in the placed design: 73
Reg area: 100 um2
status: complete, but fails checks
Slew Limit Fails: 0
I/O pin total: 10
largest net degree at the start of global routing: 5
first-pass GRT wire length: 828 um
Worst R2R Setup Slack: -0.06 ns
count of tool warnings: 27
failing checks: setup timing
CP startpoint kind: flip-flop
TNS Setup: -0.371 ns
maximum VDD drop: 0.148 mV
# fillers: 407
Worst R2R End: counter_up[2]
Root Driver: clkbuf_4
power share of the clock group: 0.512
number of global-route vias before repair: 187
Max Freq: 922 MHz
via/cell ratio: 1.91
Synth Cell Area: 183 um2
GRT met3 Usage: 0.0227
TritonCTS buffer count: 3
cell with the largest stage delay on the worst path: dfrtp_1
Setup Skew: 0.000744 ns
Hold WS: 0.155 ns
Multiplexer share: 0
CORE AREA: 3420 um2
Synth Seq Share: 0.548
Clock Path Buffers: 2
Adder Area Share: 0.0685
Setup crit end kind: output pin
area added between synthesis and finish: 116%
Worst path max stage delay: 0.39 ns
worst reg2reg path depth: 4
Lkg Pwr: 0.204 nW
Regs by FF count: counter_up: 4 flops
Post-Place Worst Slack: -0.502 ns
initial antenna violation count: 0
RSZ-0062 raised after global routing: yes
P per Cell Area: 999 nW/um2
die footprint: 6400 um2
gr ovfl total: 0
H-tree Lvls: 1
Synth area leader: dfrtp_1
final WL: 519 um
DP HPWL: 389 um
CP Data Required Time: 0.80 ns
[stage by stage]
step / cell area (um2) / total power, mW
after CTS: 373 / 0.409
after global routing: 394 / 0.429
after floorplan: 183 / 0.171
final: 394 / 0.394
after global placement: 360 / 0.208
after detailed placement: 360 / 0.208
[routing by layer]
layer | wire (um) | vias to the layer above | part of all wire
met2 | 120 | 12 | 0.23
li1 | - | 82 | -
met1 | 268 | 59 | 0.52
met4 | 0 | 0 | 0
met5 | 0 | - | 0
met3 | 129 | 0 | 0.25
[kinds of logic after synthesis]
family / count (synthesis)
xor gates and xnor gates: 6
DFF: 4
buffers and inverters: 2
adders and majority gates: 1
and+or+nand+nor: 1
[how the worst max path moves through the flow]
stage / startpoint / end / slack [ns] / depth (start not counted)
6_report: counter_up[0] / counter[0] / -0.09 / 2
4_1_cts: counter_up[0] / counter[0] / -0.12 / 2
5_1_grt: counter_up[0] / counter[0] / -0.15 / 2
[worst reg2reg max path, stage by stage, from the launching register on]
cell and delay (ns):
dfrtp_1 0.39, buf_4 0.14, buf_6 0.11, ha_2 0.17
xor2_1 0.13
[what timing repair did]
| action | CTS | global route |
|---|---|---|
| hold buffers | 0 | 0 |
| resized | 16 | 2 |
| setup endpoints to repair | 5 | 5 |
| pin swaps | 4 | 1 |
| buffers inserted | 2 | 2 |
[final cells by class]
class | count | share of cell area
Sequential cell | 4 | 0.254
Tap cell | 46 | 0.146
Inverter | 2 | 0.0190
Clock buffer | 3 | 0.0571
Timing Repair Buffer | 17 | 0.327
Multi-Input combinational cell | 8 | 0.197
[cell usage after synthesis]
master   number
dfrtp_1       4
xor2_1        5
ha_1          1
inv_1         2
xnor2_1       1
nand3_2       1
[power by group through the flow]
stage	registers [mW]	clock network, mW	logic [mW]
6_report	0.163	0.202	0.0294
5_1_grt	0.162	0.232	0.0344
4_1_cts	0.163	0.216	0.0302
Power figures rest on the tool's default switching activity, not on a simulated workload.
